==> flow/design.v <==
`default_nettype none
module my_chip (
    input logic [11:0] io_in,  
    output logic [11:0] io_out,  
    input logic clock,
    input logic reset  
);
    RangeFinder #(8) rf(
        .data_in(io_in[7:0]),
        .clock(clock),
        .reset(reset),
        .go(io_in[8]),
        .finish(io_in[9]),
        .range(io_out[7:0]),
        .debug_error(io_out[8])
    );
endmodule
`default_nettype none
module RangeFinder
#(parameter WIDTH=16)
  (input  logic [WIDTH-1:0] data_in,
   input  logic clock, reset,
   input  logic go, finish,
   output logic [WIDTH-1:0] range,
   output logic debug_error);
  logic on;
  logic wait_go, initial_go;
  logic [WIDTH-1:0] min_out, max_out;
  logic switch_min, switch_max;
  logic datagtmin, dataeqmin, dataltmax, dataeqmax;
  RangeFinder_fsm fsm (.*);
  Register #(WIDTH) min_reg  (.D(data_in), .Q(min_out), 
                              .en(initial_go | switch_min), 
                              .clear(wait_go | reset), .clock);
  Register #(WIDTH) max_reg  (.D(data_in), .Q(max_out), 
                              .en(initial_go | switch_max), 
                              .clear(wait_go | reset), .clock);
  MagComp  #(WIDTH) min_comp (.A(data_in), .B(min_out), .AltB(switch_min),
                              .AeqB(dataeqmin), .AgtB(datagtmin));
  MagComp  #(WIDTH) max_comp (.A(data_in), .B(max_out), .AgtB(switch_max),
                              .AeqB(dataeqmax), .AltB(dataltmax));
  assign range = max_out - min_out;
endmodule: RangeFinder
module RangeFinder_fsm
  (input  logic go, finish, clock, reset,
   output logic on, initial_go, debug_error, wait_go);
  enum logic [1:0] {WAIT = 2'b00, 
                    GO = 2'b01,
                    ERROR_WAIT = 2'b10} state, n_state;
  always_comb begin
    initial_go = 1'b0;
    case(state) 
      WAIT:
        if (finish & go) 
          n_state = ERROR_WAIT;
        else if (finish) 
          n_state = ERROR_WAIT;
        else if (go) begin
          n_state = GO;
          initial_go = 1'b1;
        end else 
          n_state = WAIT;
      GO:
        if (finish)
          n_state = WAIT;
        else
          n_state = GO;
      ERROR_WAIT:
        if (go) begin
          n_state = GO;
          initial_go = 1'b1;
        end else
          n_state = ERROR_WAIT;
      default: n_state = WAIT;
    endcase
  end
  always_comb begin
    wait_go = 1'b0;
    debug_error = 1'b0;
    on = 1'b0;
    case(state)
      WAIT:       wait_go = 1'b1;
      GO:         on = 1'b1;
      ERROR_WAIT: debug_error = 1'b1;
    endcase
  end
  always_ff @(posedge clock, posedge reset) 
    if (reset)
      state = WAIT;
    else
      state = n_state;
endmodule: RangeFinder_fsm
module MagComp
    #(parameter WIDTH = 1)
    (output logic AltB, AeqB, AgtB,
     input  logic [WIDTH-1:0] A, B);
    assign AltB = (A < B);
    assign AeqB = (A == B);
    assign AgtB = (A > B);
endmodule: MagComp
module Register
    #(parameter WIDTH = 1)
    (output logic [WIDTH-1:0] Q,
     input  logic [WIDTH-1:0] D,
     input  logic             en, clear, clock);
    always_ff @(posedge clock) begin
        if (en)
            Q <= D;
        else if (clear)
            Q <= '0;
        else 
            Q <= Q;
    end
endmodule: Register
`default_nettype none
module toplevel_chip (
    input [13:0] io_in,
    output [13:0] io_out
);
    my_chip mchip (
        .io_in(io_in[11:0]),
        .io_out(io_out[11:0]),
        .clock(io_in[12]),
        .reset(io_in[13])
    );
    assign io_out[13:12] = 2'b00;
endmodule
==> flow/run.sh <==
#!/bin/bash
# OpenROAD 26Q1-2900-gdf79404cd8, Yosys 0.63+post, stock flow scripts
make -C /OpenROAD-flow-scripts/flow DESIGN_CONFIG=/design/flow/config.mk WORK_HOME=/design/flow/orfs finish
==> flow/config.mk <==
export PLATFORM = sky130hd
export DESIGN_NAME = toplevel_chip
export DESIGN_NICKNAME = toplevel_chip
export VERILOG_FILES = /design/flow/design.v
export SDC_FILE = /design/flow/constraint.sdc
export NUM_CORES = 4
export LEC_CHECK = 1
export CORE_UTILIZATION = 30
==> flow/constraint.sdc <==
current_design toplevel_chip

set clk_period 3.0
set clk_io_pct 0.2

create_clock -name clk0 -period $clk_period [get_ports {io_in}]

set non_clock_inputs [all_inputs -no_clocks]
set_input_delay [expr $clk_period * $clk_io_pct] -clock clk0 $non_clock_inputs
set_output_delay [expr $clk_period * $clk_io_pct] -clock clk0 [all_outputs]
==> impl_metrics.py <==
# Auto-generated metrics
metrics = {
    "synth": {
        "yosys-top-cells-count": "ha_1, inv_1, and2_1, edfxtp_1, nor2_1",
        "syn_inst": 155,
        "numSynthFlops": 19,
        "synth_cell_types": 40,
        "yosysWarnings": 5,
        "postSynthAreaPerCell_um2": 9.99,
        "synthArstFlopShare": 0.158,
        "ff_type": "edfxtp_1",
        "synth_seq_share": 0.359,
        "largest_area_cell": "edfxtp_1",
        "synth_stat.cells": 155,
        "area_leaders": "edfxtp_1, ha_1, and2_1",
        "top_area_frac": 0.310,
        "synth-edff-count": 16,
        "ys_chip_area_mm2": 0.00155,
        "netlist_area_mm2": 0.00155,
    },
    "worst_setup_path": {
        "crit_required_ns": 2.98,
        "startpoint": "io_in[5]",
        "max_stage_delay_ns": 0.34,
        "crit_slowest_cell": "nor2_1",
        "worstSetupPathType": "clk2reg",
        "cp_common_cell": "buf_8",
        "worstPathArrival_ns": 3.12,
        "cp_top_family": "simple AND/OR/NAND/NOR gates",
        "crit_chain": "clkbuf_8, buf_8, ha_4, nand4_1, nor2_1, nand2b_1, o31a_4, buf_8, and2_1",
        "cp_num_buf_inv": 3,
        "startpoint_type": "clock port",
        "end_kind": "flip-flop",
        "cp_max_fo": 4,
        "worstReg2RegStart": "mchip.rf.max_reg.Q[1]$_SDFFCE_PN0P_",
    },
    "pwr": {
        "peakVddDrop_uv": 1240,
        "pwr-share-seq": 0.079,
        "p_leak_nw": 1.34,
        "intPower_mw": 3.50,
        "switchingPower_mw": 1.87,
        "p_per_area_mw_per_mm2": 1730,
        "clockPowerShare": 0.921,
        "power_mw": 5.37,
        "switching_share": 0.348,
        "combPwrFrac": 0,
    },
    "placed_design": {
        "hpwl_mm": 2.20,
        "finalWeightedCongestion": 0.823,
        "placed_cell_area_mm2": 0.00170,
        "io_buffers": 9,
        "place_inst": 229,
    },
    "detailed_routing": {
        "wl_met3_mm": 1.18,
        "highest_layer": "met4",
        "via_count": 1744,
        "routedWlPerCell_um": 19.4,
        "wirelength_mm": 6.28,
        "drt_iter0_markers": 92,
        "detail-route-antenna-nets": 0,
        "drcViolationCount": 0,
        "num_antenna_cells": 0,
        "vias_per_cell": 5.40,
        "wl_met2_mm": 2.37,
        "first_pass_iters": 8,
        "wl_met1_mm": 2.21,
    },
    "timing": {
        "setup_viol_count_final": 24,
        "skew_ns": 0.000468,
        "slew_viol_final": 0,
        "rsz0062_at_grt": "true",
        "fin_ws_ns": -0.137,
        "hold_viol": 0,
    },
    "status": {
        "outcome": "finished with violations",
        "violations": "negative setup slack",
    },
    "clock_network": {
        "worstSkewPairLatency_ns": 0.23,
        "cts.hold.buffers_added": 0,
        "cts_tree": "yes",
        "clk_pin_slew_worst_paths_ns": 0.05,
    },
    "job": {
        "tool_warnings": 345,
        "maxCapViolCount": 0,
    },
    "floorplan": {
        "rows": 25,
        "chip_area_mm2": 0.00545,
        "fp_util": 0.319,
        "dieWidth_um": 73.9,
        "core-area_mm2": 0.00485,
        "io_pins": 28,
        "die_height_um": 73.9,
    },
    "grt": {
        "grt_pass1_wl_mm": 9.76,
        "grt_max_degree": 11,
        "grt-ovfl-total": 0,
        "antenna_found_initial": 0,
        "grtUsageTotal": 0.281,
        "grt_pass1_vias": 2636,
    },
    "cells_and_area": {
        "drive_gt1_frac": 0.504,
        "stdcell_count": 323,
        "final_core_util": 0.640,
        "area_growth_pct": 100,
        "design_area_mm2": 0.00310,
    },
    "worst_hold_path": {
        "hp-class": "clk2reg",
        "hold_start": "io_in[9]",
    },
}
==> placed cells by master (no fill, tap or decap), types with 3 or more instances in the layout <==
cell type,n
clkbuf_8,52
inv_1,23
edfxtp_1,16
ha_4,13
buf_8,13
and2_4,10
buf_4,10
ha_1,9
clkbuf_1,8
nor2_1,7
clkdlybuf4s50_1,7
and2_1,6
nand2_1,5
xnor2_1,5
clkinv_1,5
conb_1,5
nand3_1,3
o21ai_0,3
nand2b_1,3
a21oi_2,3
nand4_1,3
a21oi_4,3
==> stage by stage <==
step                setup TNS, ns  setup WS, ns  hold WS [ns]
floorplan                       0        0.0761         0.108
global placement                0        0.0761         0.108
detailed placement              0        0.0761         0.108
CTS                         -3.29        -0.185        0.0755
global route                -2.38        -0.163        0.0817
finish                      -1.96        -0.137         0.101
==> routing by layer <==
| layer | track usage | vias to the layer above |
|---|---|---|
| li1 | - | 711 |
| met2 | 0.209 | 205 |
| met4 | 0.417 | 0 |
| met3 | 0.441 | 77 |
| met5 | 0.101 | - |
| met1 | 0.192 | 751 |
==> tightest hold or removal path, stage by stage <==
cell	delay, ns
clkbuf_8	0.10
clkbuf_8	0.11
o21ai_0	0.07
==> path summary, 6_finish.rpt <==
check | cells after the start | end | slack (ns)
worst max-delay path | 9 | mchip.rf.max_reg.Q[1]$_SDFFCE_PN0P_ | -0.14
worst min-delay path | 3 | mchip.rf.fsm.state[2]$_DFF_PP0_ | 0.10
worst max register to register | 9 | mchip.rf.max_reg.Q[1]$_SDFFCE_PN0P_ | 0.86
worst min register to register | 1 | mchip.rf.fsm.state[0]$_DFF_PP1_ | 0.52
max in group asynchronous | 4 | mchip.rf.fsm.state[0]$_DFF_PP1_ | 1.45
min in group asynchronous | 4 | mchip.rf.fsm.state[1]$_DFF_PP0_ | 1.35
==> final cells by class <==
| class | instances | area, um2 |
|---|---|---|
| clock inverter | 11 | 71.3 |
| timing repair buffer | 13 | 125 |
| inverter | 21 | 78.8 |
| sequential | 19 | 557 |
| clock buffer | 81 | 1020 |
| multi-input combinational | 111 | 1170 |
| tap | 67 | 83.8 |
| fill | 321 | 1750 |
==> repair_timing <==
item	4_1_cts	5_1_grt
pin swaps	23	25
endpoints found under the setup margin	34	35
buffers inserted	8	2
resized	42	29
cloned	0	0
==> logic make-up (layout without fill, tap and decap cells) <==
group	count (synthesis)	after routing	synth area share
XOR/XNOR	5	5	0.0283
adder cells (fa/ha/maj)	23	23	0.191
AND/OR/NAND/NOR	50	50	0.183
flip-flops	19	19	0.359
buffers and inverters	29	126	0.0848
AND-OR/OR-AND	27	27	0.145
other	1	5	0.00242
multiplexers	1	1	0.00646
==> power groups by stage <==
stage	combinational (mW)	sequential (mW)	clock, mW
6_report	0.0000989	0.422	4.95
5_1_grt	0.000354	0.421	5.45
4_1_cts	0.000176	0.420	5.07
==> state kept, by name (all words and copies together) (netlist names) <==
| name | cells |
|---|---|
| mchip.rf.min_reg.Q | 8 |
| mchip.rf.max_reg.Q | 8 |
| mchip.rf.fsm.state | 3 |
Power figures rest on the tool's default switching activity, not on a simulated workload.
